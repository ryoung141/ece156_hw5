--- flow/design.v ---
module downCount(out, enable, clk, reset);
output reg [2:0] out;
input enable, clk, reset;
always @(posedge clk)
	if (reset)
		out <= 3'b110;
	else if (enable)
		out <= out - 1;
endmodule
--- flow/run.sh ---
#!/bin/bash
# OpenROAD 26Q1-2900-gdf79404cd8, Yosys 0.63+post, stock flow scripts
make -C /OpenROAD-flow-scripts/flow DESIGN_CONFIG=/design/flow/config.mk WORK_HOME=/design/flow/orfs finish
--- flow/config.mk ---
export PLATFORM = sky130hd
export DESIGN_NAME = downCount
export DESIGN_NICKNAME = downCount
export VERILOG_FILES = /design/flow/design.v
export SDC_FILE = /design/flow/constraint.sdc
export NUM_CORES = 4
export LEC_CHECK = 1
export CORE_AREA = 10 10 70 70
export DIE_AREA = 0 0 80 80
--- flow/constraint.sdc ---
current_design downCount

set clk_period 1.6
set clk_io_pct 0.2

create_clock -name clk0 -period $clk_period [get_ports {clk}]

set non_clock_inputs [all_inputs -no_clocks]
set_input_delay [expr $clk_period * $clk_io_pct] -clock clk0 $non_clock_inputs
set_output_delay [expr $clk_period * $clk_io_pct] -clock clk0 [all_outputs]
==> GITHUB_STEP_SUMMARY <==
## Implementation flow summary

| Metric | Value |
|---|---|
| Init Core Util | `0.0381` |
| Total CTS buffers | `3` |
| RSZ-0062 raised after global routing | `false` |
| Std cell rows | `21` |
| Fillers | `409` |
| Clock transition at path regs | `40 ps` |
| Worst Path Buf+Inv | `1` |
| Longest Clk Path Bufs | `2` |
| Post-route ant nets | `0` |
| Final Non-Filler Cells | `70` |
| Ordered cell list for the critical path | `clkdlybuf4s50_1` |
| CP max FO | `3` |
| Register bank with the most flops | `out` |
| Leakage | `0.000103 uW` |
| Post-synth EDFFs | `0` |
| Sequential Area | `60.1 sq um` |
| Largest net degree at the start of global routing | `6` |
| PwrDens | `about 980 nW/um^2` |
| WP data arrival | `1070 ps` |
| Initial antenna violation count | `1` |
| Die area | `between 6000 and 7000 sq um` |
| Ys cells | `14` |
| DP HPWL | `292 microns` |
| Worst vdd ir | `~150 uV` |
| Area Overhead vs Synth | `105%` |
| Cell Area, Synth | `130 sq um` |
| Crit path DRT | `1280 ps` |
| H-tree Lvls | `1` |
| Core ar. | `3420 sq um` |
| FFs w/ async S/R, synth | `0` |
| WL/cell | `5.46 microns` |
| Logic area | `~63 sq um` |
| Max cap viols | `0` |
| Mean Syn Cell Area | `roughly 9.3 sq um` |
| Cts repair resizes | `0` |
| Die W | `80 microns` |
| Yosys top cell by area | `dfxtp_1` |
| Num Clock Sinks | `3` |
| Delay-heaviest family, CP | `buffers and inverters` |
| Gr usage total | `0.0132` |
| Die span in y | `80 microns` |
| Vias in the first global route | `around 130` |
| Grt ovf | `0` |
| Number of remaining DRC errors | `0` |
| Critical path class | `reg -> out` |
| Detailed-router iteration count before antenna repair | `2` |
| Hold buffer count at cts | `0` |
| Max Clk Rate | `718 MHz` |
| Root cell of the clock tree | `clkbuf_4` |
| Skew-Pair Late Insertion Delay | `about 230 ps` |
| Top FF cell, synth | `dfxtp_1` |
| Number of DRC markers in iteration 0 | `4` |
| Top flop regs | `out: 3 flops` |
| Max reg flops | `3` |
| Max_slew headroom | `0.871` |
| Worst setup SP type | `register` |
| Clock skew | `approximately 0.72 ps` |
| I/O pin count | `6` |
| Yosys stat area | `130 sq um` |
| Fin crit period | `1390 ps` |
| Vias | `between 100 and 150` |
| Distinct cells, synth | `11` |
| Ratio of cells with drive above 1 in the final layout | `0.174` |
| Final GP Congestion | `between 0.7 and 0.8` |
| Largest cells by area after synthesis | `dfxtp_1, ha_1, xnor2_1` |
| Final Max Slew Viols | `0` |
| Final hold violation count | `0` |
| Synthesized flop and latch total | `3` |
| Placed Cells | `65` |
| Port Buffer Count | `5` |
| Routed WL | `382 microns` |
| Outcome | `complete, no violations` |
| Area leader share | `0.462` |
| Class of the tightest hold or removal check | `reg -> reg` |
| CTS tree | `built` |
| Slowest cell on crit path | `clkdlybuf4s50_1` |
| OpenROAD warnings | `25` |
| Via density | `1.87` |
| Cycle use final | `0.871` |
| Post-synthesis cell count | `14` |
| Sequential share of the synthesized area | `0.462` |
| Yosys warns | `1` |
| CP max stage delay | `480 ps` |
| Total Neg Setup Slack | `0 ps` |
| First-pass GRT wire length | `558 microns` |
| Post-CTS Setup Repair Bufs | `0` |
| Worst-Margin Slew | `192 ps` |
| Yosys top cell by instances | `dfxtp_1` |
| Final setup violation count | `0` |
| Critical Path Sink Type | `primary output` |
| Most frequent cells after synthesis | `dfxtp_1, inv_1` |
per-layer routing:
metal / vias to the layer above / global-route usage / wire length [microns]
li1: 67 / - / -
met1: 56 / 0.0106 / 152
met2: 8 / 0.0112 / 93
met3: 0 / 0.0295 / 136
met4: 0 / 0.00176 / 0
met5: - / 0 / 0
layout by cell type (no fill, tap or decap), drive strengths merged:
cell type      count
ha                 1
dfxtp              3
o21bai             1
and3               1
diode              1
a21o               1
clkdlybuf4s50      5
xnor2              1
clkbuf             4
nand2              1
a21oi              1
nor2               1
or2                1
inv                2
worst reg2reg max path: stages, from the launching register on:
cell	delay, ps
dfxtp_1	360
inv_1	60
ha_1	200
and3_2	210
o21bai_1	110
final cells by class:
type,instances,share of cell area
Multi-Input combinational cell,9,0.235
Tap cell,46,0.216
Sequential cell,3,0.225
Inverter,2,0.0282
Clock buffer,4,0.0986
Timing Repair Buffer,5,0.188
Antenna cell,1,0.00939
worst paths after layout:
path,slack [ps],startpoint,to,cells past startpoint
max,210,out[0]$_SDFFE_PP0P_,out[0],1
min,530,out[2]$_SDFFE_PP1P_,out[2]$_SDFFE_PP1P_,2
max reg2reg,600,out[0]$_SDFFE_PP0P_,out[2]$_SDFFE_PP1P_,4
min reg2reg,530,out[2]$_SDFFE_PP1P_,out[2]$_SDFFE_PP1P_,2
through the flow:
stage | hold slack [ps] | total power (uW) | setup slack, ps | area (sq um) | util
2_1_floorplan | 392 | 103 | 691 | 130 | -
3_5_place_dp | 530 | 126 | 243 | 238 | 0.0696
4_1_cts | 538 | 266 | 189 | 264 | 0.0773
3_3_place_gp | 506 | 124 | 278 | 238 | 0.0696
6_report | 534 | 260 | 207 | 267 | 0.0780
5_1_grt | 576 | 282 | 154 | 267 | 0.0780
cells by family after synthesis:
kind of cell	Yosys count	share of synthesized area
XOR/XNOR	1	0.0673
flip-flops	3	0.462
AND/OR/NAND/NOR	4	0.163
AND-OR/OR-AND	3	0.154
buffers and inverters	2	0.0577
adder cells (fa/ha/maj)	1	0.0961
report_power, final:
part           internal (uW)  switching, uW
registers               82.2           5.04
logic                   25.4           11.5
clock network           93.7           42.3
total                    201           58.8
Power is estimated from default activity; no workload was simulated.
