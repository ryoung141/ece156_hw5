==> ./run.sh <==
#!/bin/bash
# OpenROAD 26Q1-2900-gdf79404cd8, Yosys 0.63+post, stock flow scripts
make -C /OpenROAD-flow-scripts/flow DESIGN_CONFIG=/design/flow/config.mk WORK_HOME=/design/flow/orfs finish
==> ./design.v <==
module segDecoder(control, display);
input [0:3] control;
output reg [0:6] display;
always @ (control[0] or control[1] or control[2] or control[3])
begin
	case({control[0], control[1], control[2], control[3]})
		4'd0 : display = 7'd63;
		4'd1 : display = 7'd48;
		4'd2 : display = 7'd109;
		4'd3 : display = 7'd121;
		4'd4 : display = 7'd51;
		4'd5 : display = 7'd91;
		4'd6 : display = 7'd95;
		4'd7 : display = 7'd112;
		4'd8 : display = 7'd127;
		4'd9 : display = 7'd123;
		4'd10 : display = 7'd119;
		4'd11 : display = 7'd31;
		4'd12 : display = 7'd78;
		4'd13 : display = 7'd61;
		4'd14 : display = 7'd79;
		4'd15 : display = 7'd71;
	endcase
end
endmodule
module sevenSegDispMngr( clk, reset, apple, banana, carrot, date, error, credit, digit1, digit0);
input clk, reset;
input apple, banana, carrot, date, error;
input [7:0] credit;
output [6:0] digit1 , digit0;
reg [2:0] counter;
reg [3:0] control;
segDecoder digital1(control, digit1);
segDecoder digital0(control, digit0);
always@(posedge clk)  
begin
if(counter == 0)
  begin
  control <= credit [7:4];
  control <= credit [3:0];
end
else if(apple)
  begin
  control <= 10;
  counter <= 6;
end
else if(banana)
  begin
  control <= 11;
  counter <= 6;
end
else if(carrot)
  begin
  control <= 12;
  counter <= 6;
end
else if(date)
  begin
  control <= 13;
  counter <= 6;
end
else if(error)
  begin
  control <= 14;
  counter <= 6;
end
else
  counter <= counter - 1;
end
endmodule
==> ./constraint.sdc <==
current_design sevenSegDispMngr

set clk_period 4.8
set clk_io_pct 0.2

create_clock -name clk0 -period $clk_period [get_ports {clk}]

set non_clock_inputs [all_inputs -no_clocks]
set_input_delay [expr $clk_period * $clk_io_pct] -clock clk0 $non_clock_inputs
set_output_delay [expr $clk_period * $clk_io_pct] -clock clk0 [all_outputs]
==> ./config.mk <==
export PLATFORM = sky130hd
export DESIGN_NAME = sevenSegDispMngr
export DESIGN_NICKNAME = sevenSegDispMngr
export VERILOG_FILES = /design/flow/design.v
export SDC_FILE = /design/flow/constraint.sdc
export NUM_CORES = 4
export LEC_CHECK = 1
export CORE_AREA = 10 10 81 81
export DIE_AREA = 0 0 91 91
==> results.json <==
{
  "route.detailed.wl_per_inst_um": 10.01,
  "clkPwrFrac_pct": 34.7,
  "globalRouteTotalUtil_pct": 4.053,
  "cts.sink_count": 14,
  "synthToLayoutAreaGrowth_pct": 30.42,
  "drt_iter0_markers": 11,
  "ctsResizeCount": 0,
  "ctsHtreeMaxLevel": 1,
  "finalClockSkew_ns": 0.005396,
  "worst_hold_path_type": "flip-flop to flip-flop",
  "worst-path-max-fanout": 8,
  "power.combinational.fraction_pct": 17.0,
  "grt_pass1_vias": 672,
  "final_common_cell": "clkdlybuf4s50_1",
  "ys_seq_elements": 14,
  "chipWidth_um": 91,
  "report.final.setup_viol": 0,
  "core_region_area_um2": 4817,
  "wirelength_um": 1711,
  "worst_pin_slew_ns": 0.7698,
  "post-layout-total-power_uw": 276.6,
  "worst_path_max_delay_cell": "or3_1",
  "insertedDiodeCount": 0,
  "final.hold.worst_slack_ns": 0.5595,
  "max_stage_delay_ns": 0.53,
  "ys_cells": 88,
  "numCtsBuffers": 3,
  "synth_chip_area_um2": 900.9,
  "end_kind": "flip-flop",
  "timing.final.crit_period_ns": 3.483,
  "setup.worst_path.class": "primary input to flip-flop",
  "start_kind": "primary input",
  "timing.fmax_mhz": 287.1,
  "setup_total_negative_slack_ns": 0,
  "drtPass1Iterations": 3,
  "tool_warnings": 37,
  "postCtsSetupRepairBufs": 0,
  "clock.latency.late_pin_ns": 0.24,
  "globalplace.congestion": 0.7498,
  "post_cts_hold_buffer_count": 0,
  "grt_overflow": 0,
  "ys_seq_share_pct": 38.89,
  "synth_warnings": 2,
  "internal_power_uw": 219.1,
  "post_syn_instances": 88,
  "syn_area_per_cell_um2": 10.24,
  "layout_top_cells": "clkdlybuf4s50_1, ha_1, inv_1, edfxtp_1, dfxtp_1",
  "drcViolationCount": 0,
  "arrival_ns": 3.57,
  "slew_headroom_pct": 48.33,
  "detailedPlacementHpwl_um": 1403,
  "clk_transition_reported_paths_ns": 0.06,
  "timing.max_cap.violations": 0,
  "grt_setup_unrepaired": "no",
  "total_leakage_power_uw": 0.0004637,
  "floorplan.core_util_pct": 18.70,
  "crit_path_cell_trace": "clkdlybuf4s50_1, or3_4, or3_1, a31oi_1, inv_1, ha_1, mux2i_1, a22oi_1",
  "finalCoreUtilization_pct": 24.39,
  "number_of_failing_hold_endpoints_at_the_final_stage": 0,
  "wire_length_of_the_first_global_routing_pass_um": 2898,
  "synth.cell_area_um2": 900.9,
  "p_sw_share_pct": 20.78,
  "share_of_final_layout_standard_cells_stronger_than_drive_strength_1_pct": 8.654,
  "die_h_um": 91,
  "timing.critical_path.required_ns": 4.88,
  "cts-root-to-sink-buffers": 2,
  "grt_antenna_before_repair": 0,
  "switching_power_uw": 57.48,
  "dr_total_vias": 630,
  "floorplan.die_area_um2": 8281,
  "vias_per_cell": 3.684,
  "power.density_nw_per_um2": 235.4,
  "outcome": "completed",
  "sequentialPowerShare_pct": 48.2,
  "final.period_utilization_pct": 72.56,
  "clock-root-buffer": "clkbuf_8",
  "port-buffer-count": 23,
  "detail-route-antenna-nets": 0,
  "timing_max_transition_violations_final": 0,
  "grt_start_max_net_pins": 14,
  "top_level_ports": 29,
  "synth.distinct_cells": 32,
  "ir_drop_mv": 0.06957,
  "tritoncts": "yes",
  "placement_rows": 25
}
[synthesized netlist by cell type]
master | n | area [µm²]
a22oi_1 | 2 | 15.01
buf_4 | 7 | 52.55
buf_2 | 2 | 10.01
nand2_1 | 4 | 15.01
or3_1 | 1 | 6.260
a31oi_1 | 2 | 12.51
ha_1 | 9 | 112.6
a21o_1 | 1 | 7.510
nor3b_1 | 2 | 15.01
xnor2_1 | 1 | 8.760
a211oi_1 | 2 | 15.01
nor2b_1 | 1 | 6.260
inv_1 | 8 | 30.03
or2_2 | 1 | 6.260
and2b_1 | 1 | 7.510
or3_4 | 1 | 11.26
nand2b_1 | 1 | 6.260
nand3b_1 | 1 | 7.510
nor3_1 | 3 | 15.01
o22a_1 | 1 | 8.760
nor4_1 | 1 | 6.260
buf_6 | 2 | 22.52
nor2_1 | 5 | 18.77
mux2i_1 | 5 | 50.05
o21ai_1 | 2 | 10.01
and2_1 | 1 | 6.260
o211ai_1 | 1 | 7.510
edfxtp_1 | 7 | 210.2
mux2_2 | 3 | 33.78
dfxtp_1 | 7 | 140.1
o21ai_0 | 2 | 10.01
o21ai_4 | 1 | 16.27
[critical path: cells and delay by family]
kind            cells  cell delay, ns
fa+ha+maj           1            0.26
compound gates      2            0.59
simple gates        2            0.95
buf+inv             2            0.68
mux                 1            0.13
[per-stage QoR]
| step | cells | instance area (µm²) | setup WS, ns |
|---|---|---|---|
| after floorplan | 88 | 900.9 | 1.877 |
| after global placement | 167 | 1130 | 1.115 |
| after detailed placement | 167 | 1130 | 1.097 |
| after CTS | 171 | 1175 | 1.358 |
| after global routing | 171 | 1175 | 1.188 |
| final | 171 | 1175 | 1.317 |
[state kept, by name (all words and copies together) (netlist names)]
name and cells:
control 4, counter 3, digit1 7
[cell families (layout without fill, tap and decap cells)]
family                     after synthesis  in the layout  synth area share [%]
AOI/OAI and AO/OA                       14             14                 11.39
xor gates and xnor gates                 1              1                0.9724
adders and majority gates                9              9                 12.50
buffers and inverters                   19             35                 12.78
DFF                                     14             14                 38.89
muxes                                    8              8                 9.306
and+or+nand+nor                         23             23                 14.17
[power groups by stage]
stage | Combinational, µW | Clock, µW | Sequential, µW
final | 47.1 | 96.1 | 133
after CTS | 48.1 | 100 | 134
after global routing | 52.5 | 108 | 134
[area by class of cell]
| cell class | count | area, µm² |
|---|---|---|
| Clock buffer | 4 | 45.04 |
| Fill cell | 529 | 3642 |
| Inverter | 8 | 30.03 |
| Multi-Input combinational cell | 55 | 435.4 |
| Sequential cell | 14 | 350.3 |
| Tap cell | 67 | 83.83 |
| Timing Repair Buffer | 23 | 230.2 |
[final timing paths]
| path | slack, ns | cells past startpoint | startpoint | endpoint |
|---|---|---|---|---|
| setup / recovery | 1.32 | 8 | carrot | digit1[1]$_DFF_P_ |
| setup reg to reg | 2.13 | 9 | counter[0]$_SDFFCE_PP0N_ | digit1[1]$_DFF_P_ |
| hold / removal | 0.56 | 1 | counter[0]$_SDFFCE_PP0N_ | counter[0]$_SDFFCE_PP0N_ |
| hold reg to reg | 0.56 | 1 | counter[0]$_SDFFCE_PP0N_ | counter[0]$_SDFFCE_PP0N_ |
[routing by layer]
layer  up-vias  track usage (%)  wire, µm
met3         2            1.079        75
li1        327                -         -
met4         0            1.175        40
met1       287            4.801       788
met5         -                0         0
met2        14            7.041       806
