==> /design/flow/design.v <==
module piggyBank(clk, reset, penny, nickel, dime, quarter, apple, banana, carrot, date, credit);
input clk, reset; 
input penny, nickel, dime, quarter;
input apple, banana, carrot, date;
output reg [7:0] credit;
reg [7:0] tmp;  
always@(posedge clk)
begin
	if(reset)
		tmp <= 8'b00000000;
	else if(penny || nickel || dime || quarter)
		tmp <= tmp + penny + (nickel * 5) + (dime * 10) + (25 * quarter);
	else if( apple || banana || carrot || date)
		tmp <= tmp - (apple * 75) - (20 * banana) - (30 * carrot) - (40 * date);
	end
always @* begin 	
credit = tmp;
end
endmodule 
==> /design/flow/run.sh <==
#!/bin/bash
# OpenROAD 26Q1-2900-gdf79404cd8, Yosys 0.63+post, stock flow scripts
make -C /OpenROAD-flow-scripts/flow DESIGN_CONFIG=/design/flow/config.mk WORK_HOME=/design/flow/orfs finish
==> /design/flow/config.mk <==
export PLATFORM = sky130hd
export DESIGN_NAME = piggyBank
export DESIGN_NICKNAME = piggyBank
export VERILOG_FILES = /design/flow/design.v
export SDC_FILE = /design/flow/constraint.sdc
export NUM_CORES = 4
export LEC_CHECK = 1
export CORE_AREA = 10 10 111 111
export DIE_AREA = 0 0 121 121
==> /design/flow/constraint.sdc <==
current_design piggyBank

set clk_period 6.4
set clk_io_pct 0.2

create_clock -name clk0 -period $clk_period [get_ports {clk}]

set non_clock_inputs [all_inputs -no_clocks]
set_input_delay [expr $clk_period * $clk_io_pct] -clock clk0 $non_clock_inputs
set_output_delay [expr $clk_period * $clk_io_pct] -clock clk0 [all_outputs]
==> changes_impl.md <==
### Changed

* Worst rel slew slack at 55.4%
* Drt initial violations at 25
* Setup TNS at 0 ps
* RSZ-0062 raised after global routing: no
* Synth Seq Share at around an eighth
* Slowest stage delay, CP at 520 ps
* Critical path origin: carrot
* Critical path's slowest cell: clkdlybuf4s50_1
* Clock Tree Root: clkbuf_8
* Leakage power total at 0.732 nW
* Routed via count at 1,090
* Crit path cell chain: clkdlybuf4s50_1 -> ha_1 -> fa_1 -> fa_1 -> inv_1 -> ha_1 -> a21o_1 -> a221o_1 -> and4_1 -> o31a_1
* Crit path capture: tmp[7]$_SDFFE_PP0P_
* RR Startpoint: tmp[2]$_SDFFE_PP0P_
* Clock power share at 10.0%
* Syn_area_per_cell at 8.75 um^2
* Most numerous logic cell after layout: ha_1
* Largest delay contributor family on the critical path: adder cells
* Tot GR Track Use at 4.34%
* Post-CTS resize count at 0
* Initial antenna violation count at 0
* Clk latency late pin at between 200 and 250 ps
* Core box area at 0.00986 mm^2
* Switching share of power at 44.4%
* CP Class: input pin to register
* Crit path time final at about 4400 ps
* Tot Pwr at 0.603 mW
* Fp_density at a little over an eighth
* Worst R2R Setup Slack at 3550 ps
* Worst Hold Class: register to register
* Largest Register: tmp
* Slew Viols, Final at 0
* Max reg flops at 8
* DP HPWL at 2650 um
* Setup WS post-layout at 2040 ps
* Share of cells above drive strength 1 at 5.29%
* R2R Path End: tmp[7]$_SDFFE_PP0P_
* Die width at 121 um
* Die height at 121 um
* Pwr dens at 356 mW/mm^2
* Yosys chip area at about 0.0013 mm^2
* Post-Route WL at just over 3000 um
* Worst hold slack at 573 ps
* Ant diodes at 0
* Highest clock rate at 0.229 GHz
* CTS tree: yes
* Cell internal pwr at 0.336 mW
* DRT Pass-1 Iters at 2
* Ys cells at between 150 and 200
* Clk sinks at 8
* Worst-path fanout max at 6
* Peak VDD IR at a little over 0.08 mV
* Sequential power share at 16.7%
* R2R cell count at 10
* Final hold violation count at 0
* Congestion Overflow GR at 0
* Status: complete, no violations
* Yosys warns at 1
* Synth Instances at approximately 150
* Levels on crit path at 10
* Vias in the first global route at approximately 1.1k
* Clock Path Buffers at 2
* Clock Skews at 0.731 ps
* Worst Path Required at 6510 ps
* Via/cell ratio at 3.60
* #FFs+latches synth at 8
* Final ANT Viol Nets at 0
* Global-route wire length before repair at 5180 um
* H-tree depth at 1
* CP Capture Type: register
* Sw power at 0.268 mW
* Die area at 0.0146 mm^2
* Filler cells at ~1.1k
* Setup Viol. Count Final at 0
* OpenROAD warning count at 28
* Num rows at 36
* Bufs and invs on worst path at 2
* I/O pin count at 18
* Fin crit share at 68.2%
* Pin count of the biggest net entering global routing at 11
* Post-CTS Setup Bufs at 0
* Max Cap Viol at 0
* Worst Path Arrival at 4480 ps
* Port Buffer Count at 17
* Clock-pin slew on the worst setup and hold paths at 40 ps
* Top Registers: tmp x8
* Hold-fix buffers, CTS at 0
* Startpoint Class: input pin
* GP Congestion at 0.837
* Actual slew at the worst max-slew pin at about 660 ps
* Area Overhead vs Synth at 26.7%
* Routed length per placed instance at a little over 10 um
* Top Layout Cells: 28 x ha_1, 26 x inv_1, 17 x clkdlybuf4s50_1
* Synth cell types at 38
* DRC violations left at 0
* Comb pwr share at 73.3%
* Worst slack, placed at 1820 ps
* Mapped cell area at 0.00134 mm^2
* Clock buffer count from CTS at 3
==> cells by family (layout without fill, tap and decap cells) <==
| kind of cell | count (synthesis) | after routing | synth area share, % |
|---|---|---|---|
| adder cells (fa/ha/maj) | 37 | 37 | 39.6 |
| AND-OR/OR-AND | 35 | 35 | 17.6 |
| AND/OR/NAND/NOR | 31 | 31 | 13.5 |
| buffers and inverters | 29 | 46 | 8.78 |
| XOR/XNOR | 12 | 12 | 7.85 |
| flip-flops | 8 | 8 | 12.0 |
| multiplexers | 1 | 1 | 0.748 |
==> synth_stat cells (all sizes together) <==
cell,count,area (um^2)
a21oi,8,40.0
and4,1,8.76
o21bai,1,7.51
o41ai,1,8.76
fa,9,180
mux2i,1,10.0
nand2,12,45.0
or4,2,18.8
nor2b,1,6.26
a221oi,1,8.76
dfxtp,8,160
nor2,8,40.0
a32oi,1,8.76
a221o,1,10.0
o2111ai,1,8.76
a31oi,2,12.5
o21ai,6,30.0
inv,26,97.6
xor2,3,26.3
xnor2,9,78.8
nand3,3,15.0
buf,3,20.0
and3,1,6.26
nor4,2,33.8
o31a,1,8.76
a211oi,4,30.0
or2,1,6.26
a311oi,1,8.76
a21o,3,22.5
o211ai,4,30.0
ha,28,350
==> how the worst min path moves through the flow <==
stage                       start             endpoint  slack (ps)  depth (start not counted)
CTS           tmp[1]$_SDFFE_PP0P_  tmp[1]$_SDFFE_PP0P_         590                          2
global route  tmp[1]$_SDFFE_PP0P_  tmp[1]$_SDFFE_PP0P_         610                          2
finish        tmp[1]$_SDFFE_PP0P_  tmp[1]$_SDFFE_PP0P_         570                          2
==> layout make-up <==
class                      count  area [um^2]  share of cell area [%]
inverter                      26         97.6                    5.75
timing repair buffer          17          170                    10.0
multi-input combinational    116         1060                    62.5
clock buffer                   3         41.3                    2.43
sequential                     8          160                    9.44
tap                          133          166                    9.81
==> power groups by stage <==
stage	clock [mW]	sequential, mW	combinational, mW
after CTS	0.0616	0.103	0.449
after global routing	0.0648	0.106	0.517
final	0.0603	0.101	0.442
==> worst register-to-register path, delay by kind of cell (launching register included) <==
| family | cells | cell delay (ps) |
|---|---|---|
| AND-OR/OR-AND | 3 | 710 |
| adder cells (fa/ha/maj) | 3 | 960 |
| buffers and inverters | 2 | 160 |
| flip-flops | 1 | 560 |
| AND/OR/NAND/NOR | 2 | 340 |
==> layer usage <==
| metal | global-route usage, % | wire (um) | part of all wire, % |
|---|---|---|---|
| met5 | 0 | 0 | 0 |
| met4 | 0.151 | 10 | 0.32 |
| met3 | 2.08 | 258 | 8.3 |
| met1 | 5.30 | 1400 | 45 |
| met2 | 7.14 | 1420 | 46 |
==> per-stage QoR <==
step | cells | util [%] | instance area, um^2
after floorplan | 153 | - | 1340
after global placement | 300 | 16.8 | 1660
after detailed placement | 300 | 16.8 | 1660
after CTS | 303 | 17.2 | 1700
after global routing | 303 | 17.2 | 1700
final | 303 | 17.2 | 1700
Power is estimated from default activity; no workload was simulated.
